`flow/design.v`:
```
`timescale 1ns / 1ps
module modes(
    input io_violation,
    input irq_sys_n,
    input m1_n,
    input new_isr,
    input last_isr_untrap,
    input virtual_enabled,
	 input irq_intercept,
	 input rd_n,
	 input iorq_n,
    output io_violation_occured,
    output trap_state,
    output nmi_n,
    output capture_latch,
	 output irq_sync
    );
reg trap_state_r = 0;
reg io_violation_occured_r = 0;
reg capture_latch_r = 0;
reg irq_sync_r = 0;
reg doing_irq_response_r = 0;
assign trap_state = trap_state_r;
assign irq_sync = irq_sync_r;
assign capture_latch = capture_latch_r;
assign io_violation_occured = io_violation_occured_r;
wire trap_pending = io_violation_occured_r || (!irq_sync_r && irq_intercept);
assign nmi_n = !trap_pending || trap_state_r || !m1_n;
always @(negedge iorq_n)
begin
	doing_irq_response_r = !m1_n;
end
assign io_trap_event = io_violation && !doing_irq_response_r;
always @(posedge io_trap_event)
begin
		io_violation_occured_r = !trap_state_r;
end
always @(negedge m1_n)
begin
	if (capture_latch_r) begin
		capture_latch_r <= 0;
	end
	if (!trap_state_r) begin
		if (!virtual_enabled)
			trap_state_r <= 1;
		if (trap_pending && new_isr) begin
			trap_state_r <= 1;
			capture_latch_r <= 1;
		end 
	end 
	else begin
		if (last_isr_untrap && virtual_enabled) begin
			trap_state_r <= 0;
		end
	end
end
always @(posedge m1_n)
begin
   irq_sync_r <= irq_sys_n;
end
endmodule
```
`flow/run.sh`:
```
#!/bin/bash
# OpenROAD 26Q1-2900-gdf79404cd8, Yosys 0.63+post, stock flow scripts
make -C /OpenROAD-flow-scripts/flow DESIGN_CONFIG=/design/flow/config.mk WORK_HOME=/design/flow/orfs finish
```
`flow/config.mk`:
```
export PLATFORM = sky130hd
export DESIGN_NAME = modes
export DESIGN_NICKNAME = modes
export VERILOG_FILES = /design/flow/design.v
export SDC_FILE = /design/flow/constraint.sdc
export NUM_CORES = 4
export LEC_CHECK = 1
export CORE_AREA = 10 10 70 70
export DIE_AREA = 0 0 80 80
```
`flow/constraint.sdc`:
```
current_design modes

set clk_period 1.0
set clk_io_pct 0.2

create_clock -name clk0 -period $clk_period [get_ports {iorq_n}]
create_clock -name clk1 -period $clk_period [get_ports {m1_n}]

set non_clock_inputs [all_inputs -no_clocks]
set_input_delay [expr $clk_period * $clk_io_pct] -clock clk0 $non_clock_inputs
set_output_delay [expr $clk_period * $clk_io_pct] -clock clk0 [all_outputs]
```
==> CHANGELOG.md <==
### Metrics

- Most used DFF post-synth: dfxtp_1
- RSZ-0062 raised after global routing: true
- Cell area leaders: dfxtp_1 66%, inv_1 9.8%, a21oi_2 5.7%, o221ai_1 5.7%, nor2b_1 4.1%
- Crit. End Element: output pin
- Post-synthesis instance total: 15
- IO buf count: 11
- Yosys warns: 2
- Yosys top cell by area: dfxtp_1
- Routed vias/inst: 2.049
- Top cells by count: 5 x dfxtp_1, 4 x inv_1
- Area delta synth->final: 142.6%
- Arr. time, crit path: 1550 ps
- Register pins left without a clock: 1
- Hold Fails Final Rpt: 0
- Wire length per cell: 7.390 um
- Antenna-violating nets left: 0
- Largest net degree at the start of global routing: 4
- Final WL: 606 um
- Area share, top type: 0.6557
- Most common cell in the netlist: dfxtp_1
- Setup violators final: 7
- Log Warnings: 38
- Remaining DRCs: 0
- TritonCTS sink count: 5
- FP Util: 0.04469
- DRT iter0 DRCs: 8
- Synth Seq Share: 0.6557
- Pre-antenna DRT Iters: 2
- Hold Crit Class: clk2reg
- TritonCTS clock tree: built
- Status: complete, but fails checks
- Final worst slack: -749.3 ps
- Setup TNS: -2110 ps
- Endpoints left unconstrained: 2
- Worst-Margin Slew: 147.8 ps
- Clock Root Buffer: clkbuf_4
- Die Span X: 80 um
- Number of max-cap violations: 0
- Pins Over Slew Limit: 0
- P per Cell Area: 1498 nW/um^2
- Hold_buf cts: 0
- Top Ports: 14
- Vias: 168
- EDFF count, synth: 0
- Yosys cell count: 15
- First-pass GRT wire length: 924 um
- Rel. slew slack: 0.9015
- Routability cong.: 0.7671
- H-tree levels: 1
- Worst-path clk slew: 30 ps
- Clock buffer depth: 2
- Die height: 80 um
- Core area: 3416 sq um
- Worst IR Drop VDD: 0.4786 mV
- Yosys cell types: 8
- Mapped cell area: 152.6 sq um
- Max FO, Critical Path: 2
- CP required: 800 ps
- Clock buffer count from CTS: 3
- Layout cells sized above 1: 0.4167
- Antenna Cells: 0
- Initial antenna violation count: 0
- Worst Setup Path Type: reg2out
- Total grt overflow: 0
- Die Area: 6400 sq um
- Row count: 21
- Post-synth regs: 5
- Final Total Pwr: 0.0005547 W
- LEAKAGE: 0.1721 nW
- Post-synthesis chip area from yosys: 152.6 sq um
- Total global routing track utilization: 0.02063
- Asr flop ratio synth: 0
- Failing checks: setup timing
- Syn Area/Cell: 10.18 sq um
- CP Launch Type: register
- Layout Skew: 55.04 ps
- Vias in the first global route: 197
worst max-delay path, cell delays in order (launching register included):
cell	delay (ps)
dfxtp_2	300
or3_1	320
buf_2	120
power breakdown:
part	internal [W]	switching, W
combinational	0.0000428	0.0000158
sequential	0.000177	0.00000369
clock	0.000178	0.000138
total	0.000398	0.000157
path summary, 6_finish.rpt:
path	start	end	slack (ps)	cells past startpoint
setup / recovery	trap_state_r	nmi_n	-750	2
hold / removal	m1_n	doing_irq_response_r	300	3
setup reg to reg	irq_sync_r	trap_state_r	-210	3
hold reg to reg	trap_state_r	capture_latch_r	790	6
max in group clk1	irq_sync_r	trap_state_r	-210	3
min in group clk1	irq_sys_n	irq_sync_r	400	1
timing repair:
item / in CTS / in global routing
setup endpoints to repair: 8 / 7
pin swaps: 0 / 0
resized: 14 / 4
setup buffers: 2 / 0
cell usage in the layout (no fill, tap or decap):
cell type,count
clkdlybuf4s50_1,6
buf_6,1
o221ai_1,1
or3_1,1
nor2_1,1
dfxtp_2,3
buf_2,3
buf_4,2
nor2b_1,1
dfxtp_1,2
dlymetal6s2s_1,1
clkinv_1,1
nand2_1,1
a21oi_2,1
inv_2,1
inv_1,6
clkbuf_4,3
clkbuf_2,1
cells by family (layout without fill, tap and decap cells):
logic type | Yosys count | in the layout | share of synthesized area
buffers and inverters | 4 | 25 | 0.09833
flip-flops | 5 | 5 | 0.6558
AND/OR/NAND/NOR | 4 | 4 | 0.1312
AND-OR/OR-AND | 2 | 2 | 0.1148
through the flow:
stage / instances / utilization / cell area, sq um / setup slack (ps) / hold WS (ps)
finish: 82 / 0.1084 / 370.4 / -749.3 / 298.3
global route: 82 / 0.1084 / 370.4 / -806.2 / 313.5
CTS: 82 / 0.1088 / 371.6 / -761.0 / 304.9
detailed placement: 73 / 0.09597 / 327.8 / -703.9 / 97.04
global placement: 73 / 0.09597 / 327.8 / -700.4 / 97.04
floorplan: 15 / - / 152.6 / -279.3 / 97.04
registers in the layout, summed over array words and instances, names as in the netlist:
signal and flops:
trap_state_r 1, capture_latch_r 1, doing_irq_response_r 1, io_violation_occured_r 1
irq_sync_r 1
final cells by class:
cell class | instances | area, sq um
clock buffers | 4 | 27.53
clock inverters | 6 | 22.52
fillers | 399 | 3045
inverters | 2 | 7.507
multi-input cells | 6 | 37.54
flip-flops and latches | 5 | 103.9
well taps | 46 | 57.56
repair buffers | 13 | 113.9
per-layer routing:
metal / vias to the layer above / track usage / share of wire / wire (um)
met2: 15 / 0.01846 / 0.26 / 159
met3: 0 / 0.04091 / 0.32 / 195
met5: - / 0 / 0 / 0
met4: 0 / 0.01056 / 0 / 0
li1: 89 / - / - / -
met1: 64 / 0.01600 / 0.41 / 251
Power figures rest on the tool's default switching activity, not on a simulated workload.
